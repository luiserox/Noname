==> design.v <==
module alu(clk_i, rst_i, in0_i, in1_i, op_i, equ_o, lt_o, ltu_o, out_o);
  localparam ALU_ADD  = 4'b0000;
  localparam ALU_SUB  = 4'b1000;
  localparam ALU_AND  = 4'b0111;
  localparam ALU_OR   = 4'b0110;
  localparam ALU_XOR  = 4'b0100;
  localparam ALU_SRL  = 4'b0101;
  localparam ALU_SLL  = 4'b0001;
  localparam ALU_SRA  = 4'b1101;
  localparam ALU_SLT  = 4'b0010;
  localparam ALU_SLTU = 4'b0011;
  input clk_i;
  input rst_i;
  input signed [31:0] in0_i;
  input signed [31:0] in1_i;
  input [3:0] op_i;
  output [31:0] out_o;
  output equ_o;
  output lt_o;
  output ltu_o;
  wire [31:0] add_res  = in0_i + in1_i;
  wire [31:0] sub_res  = in0_i - in1_i;
  wire [31:0] and_res  = in0_i & in1_i;
  wire [31:0] or_res   = in0_i | in1_i;
  wire [31:0] xor_res  = in0_i ^ in1_i;
  wire [31:0] srl_res  = in0_i >> in1_i;
  wire [31:0] sll_res  = in0_i << in1_i;
  wire [31:0] sra_res  = in0_i >>> in1_i;
  wire [31:0] slt_res  = (in0_i < in1_i) ? 1 : 0;
  wire [31:0] sltu_res = ($unsigned(in0_i) < $unsigned(in1_i)) ? 1 : 0;
  assign equ_o = ~(|xor_res);
  assign lt_o  = slt_res[0];
  assign ltu_o = sltu_res[0];
  always @(*) begin
    case(op_i)
      ALU_ADD:  out_o = add_res;
      ALU_SUB:  out_o = sub_res;
      ALU_AND:  out_o = and_res;
      ALU_OR:   out_o = or_res;
      ALU_XOR:  out_o = xor_res;
      ALU_SRL:  out_o = srl_res;
      ALU_SLL:  out_o = sll_res;
      ALU_SRA:  out_o = sra_res;
      ALU_SLT:  out_o = slt_res;
      ALU_SLTU: out_o = sltu_res;
    endcase
  end
endmodule
==> run.sh <==
#!/bin/bash
# OpenROAD 26Q1-2900-gdf79404cd8, Yosys 0.63+post, stock flow scripts
make -C /OpenROAD-flow-scripts/flow DESIGN_CONFIG=/design/flow/config.mk WORK_HOME=/design/flow/orfs finish
==> config.mk <==
export PLATFORM = sky130hd
export DESIGN_NAME = alu
export DESIGN_NICKNAME = alu
export VERILOG_FILES = /design/flow/design.v
export SDC_FILE = /design/flow/constraint.sdc
export NUM_CORES = 4
export LEC_CHECK = 1
export CORE_UTILIZATION = 50
==> constraint.sdc <==
current_design alu

set clk_period 4.8
set clk_io_pct 0.2

create_clock -name clk0 -period $clk_period

set non_clock_inputs [all_inputs -no_clocks]
set_input_delay [expr $clk_period * $clk_io_pct] -clock clk0 $non_clock_inputs
set_output_delay [expr $clk_period * $clk_io_pct] -clock clk0 [all_outputs]
==> deck_impl_summary.md <==
Key Metrics from the Run

Synth
  – Fa+ha+maj area frac: 12.2%
  – Post-Syn Instances: 1512
  – Post-synth top cells: nand2_1, nor2_1, a21oi_1
  – Synth top area share: 11.8%
  – Yosys stat chip area: 10200 um2
  – Area leader, netlist: ha_1
  – Cell Type Count: 86
  – Asr flop ratio synth: 0%
  – Mean Syn Cell Area: 6.75 um2
  – Ao+oa area frac: a little over a third
  – XORs/XNORs by Area: 1.29%
  – Post-synth EDFFs: 0
  – Synth Flop Type: dlxtn_1
  – # Cells Yosys: 1512
  – Synth flops: 32
  – Mapped cell area: between 10000 and 15000 um2
  – Top cells by area: ha_1, mux2i_1, mux4_2
  – Synth mux share: about 14%
  – Simple-Gate Area Share: 22.3%
  – Ys Warns: 11
  – Synth logic family: AND-OR/OR-AND gates
  – Most numerous cell in the Yosys netlist: nand2_1

Final timing
  – Hold WS: 3020 ps
  – Tcrit/Tclk final: between 90% and 100%
  – Setup violators final: 0
  – Relative slew slack: 28.5%
  – Final worst setup slack: 124 ps
  – Tmin final: 4680 ps
  – Max-slew violation count: 0
  – Actual slew at the worst max-slew pin: 1040 ps
  – Fin. Hold Viols: 0
  – Endpoints left unconstrained: between 60 and 70
  – F_max: 214 MHz
  – Register pins left without a clock: 32
  – Setup TNS: 0 ps

Worst setup path
  – Critical path type: primary input to output port
  – Element type at the critical path end: output port
  – Worst Path Max Fanout: 3
  – Startpoint Class: primary input
  – WP data required: roughly 3800 ps
  – WP data arrival: 3720 ps

Min path
  – Worst Hold Path EP: ltu_o
  – Hold path depth: 5
  – Worst hold path class: primary input to output port
  – Worst hold start: in1_i[31]

Routing
  – Total iterations of the first detailed-routing run: 7
  – Iteration-0 DRC Markers: 1657
  – Vias: 13401
  – Routed Antenna Nets: 0
  – Post-Route WL: 51100 um
  – Final routed DRC violation total: 0
  – Avg WL per Cell: 26.3 um
  – Vias per inst: 6.89

Global routing
  – Vias in the first global route: 11959
  – Antenna violations before repair: 1
  – First-pass GRT wire length: 74100 um
  – Total gr overflow: 0
  – Largest net degree at the start of global routing: 80
  – Gr usage total: 49.9%

Placement
  – Pre-CTS WS: -646 ps
  – Inst Count DP: 1935
  – Port-buffer cells: 103
  – Final HPWL DP: between 30000 and 40000 um
  – Final Wtd Congestion: 1.15

Floorplanning
  – Row count: 51
  – # IOs: 105
  – Die Size: 21000 um2
  – Die H: 145 um
  – Die W: 145 um
  – Core Util at FP: between 50% and 60%
  – Core Area: 19700 um2

CTS
  – CTS Hold Buffers Added: 0

Cells and area
  – Share of layout cells above drive strength 1: about 17%
  – Finished Layout Cells: 1944
  – Synthesis-to-finish area growth: 23.5%
  – Largest register FFs: 32

Job
  – Max Cap Viol: 0
  – Tool warning count: 99

Power
  – Leak: between 5 and 6 nW
  – VDD IR-drop max: 0.127 mV
  – Final Power: roughly 0.0014 W
  – Power Density: between 100 and 150 nW/um2

Outcome
  – Status: finished, final reports clean
==> report_power, final <==
group	switching (W)	internal (W)
sequential	0.00000484	0.0000429
combinational	0.000792	0.000561
clock	0	-0.0000000000000000424
==> placed cells by master, fill, tap and decap left out, types with 12 or more instances in the layout <==
cell,synthesis,layout
a221o_1,15,15
o211ai_1,23,23
o221ai_1,13,13
nor2_1,125,124
o22ai_1,12,12
a31oi_1,23,23
nand2_1,161,160
a21o_1,20,20
mux2_2,13,13
a221oi_1,16,16
a2111oi_0,13,13
dlxtn_1,32,32
o21ai_0,108,107
and3_1,12,12
mux4_2,29,29
nor3_1,57,54
ha_1,96,92
o21bai_1,16,15
nor4_1,22,22
buf_4,2,189
clkdlybuf4s50_1,0,90
a211oi_1,30,30
o31ai_1,16,14
nand2b_1,18,18
mux2i_1,67,67
a21oi_1,124,119
nand3_1,31,31
inv_1,98,92
==> how the worst max path moves through the flow <==
| stage | cells after the start | startpoint | slack (ps) | endpoint |
|---|---|---|---|---|
| 4_1_cts | 14 | in0_i[0] | 1 | ltu_o |
| 5_1_grt | 14 | in1_i[8] | -3 | lt_o |
| 6_report | 13 | in0_i[26] | 120 | lt_o |
==> layer usage <==
| layer | routed length [um] | global-route usage, % | part of all wire [%] | vias to the layer above |
|---|---|---|---|---|
| met5 | 0 | 0 | 0 | - |
| met4 | 4530 | 35.2 | 8.9 | 0 |
| met3 | 6930 | 17.0 | 14 | 218 |
| met2 | 20300 | 69.2 | 40 | 1069 |
| met1 | 19300 | 64.7 | 38 | 6103 |
| li1 | - | - | - | 6011 |
==> stage by stage <==
step | utilization (%) | cell area [um2]
after floorplan | - | 10200
after global placement | 62.8 | 12400
after detailed placement | 62.8 | 12400
after CTS | 63.3 | 12500
after global routing | 63.9 | 12600
final | 63.9 | 12600
==> worst max-delay path, cell delays in order <==
cell,delay (ps)
clkdlybuf4s50_1,480
inv_1,110
ha_1,330
or3_1,420
nor3_2,170
buf_4,150
nand2_1,100
o21ai_4,220
o41ai_4,120
o21bai_4,190
nor3_2,60
a21o_1,160
dlygate4sd2_1,220
==> cell type report <==
| cell class | count | area [um2] |
|---|---|---|
| flip-flops and latches | 32 | 480 |
| fillers | 1735 | 7120 |
| well taps | 265 | 332 |
| repair buffers | 290 | 2430 |
| multi-input cells | 1254 | 8970 |
| inverters | 102 | 387 |
| diodes | 1 | 2.50 |
==> logic make-up (layout without fill, tap and decap cells) <==
family,Yosys count,in the layout
mux,109,109
latches,32,32
compound gates,542,542
other cells,0,1
simple gates,490,490
fa+ha+maj,98,98
xor+xnor,15,15
buf+inv,226,392
==> repair_timing <==
action / 4_1_cts / 5_1_grt
setup buffers: 5 / 3
cloned: 0 / 0
endpoints found under the setup margin: 2 / 3
gates resized: 29 / 20
endpoints found under the hold margin: 0 / 0
pin swaps: 9 / 11
Power figures rest on the tool's default switching activity, not on a simulated workload.
