--- flow/run.sh ---
#!/bin/bash
# OpenROAD 26Q1-2900-gdf79404cd8, Yosys 0.63+post, stock flow scripts
make -C /OpenROAD-flow-scripts/flow DESIGN_CONFIG=/design/flow/config.mk WORK_HOME=/design/flow/orfs finish
--- flow/config.mk ---
export PLATFORM = sky130hd
export DESIGN_NAME = stage_if
export DESIGN_NICKNAME = stage_if
export VERILOG_FILES = /design/flow/design.v
export SDC_FILE = /design/flow/constraint.sdc
export NUM_CORES = 4
export LEC_CHECK = 1
export CORE_UTILIZATION = 40
--- flow/constraint.sdc ---
current_design stage_if

set clk_period 6.1
set clk_io_pct 0.2

create_clock -name clk0 -period $clk_period [get_ports {clk_i}]

set non_clock_inputs [all_inputs -no_clocks]
set_input_delay [expr $clk_period * $clk_io_pct] -clock clk0 $non_clock_inputs
set_output_delay [expr $clk_period * $clk_io_pct] -clock clk0 [all_outputs]
--- flow/design.v ---
module stage_if(clk_i, rst_i, branch_addr_i, sel_addr_i, stall_i, mis_addr_exc_o, pc_o);
  input clk_i;
  input rst_i;
  input [31:0] branch_addr_i;
  input sel_addr_i;
  input stall_i;
  output mis_addr_exc_o;
  output reg [31:0] pc_o;
  assign mis_addr_exc_o = pc_o[0] | pc_o[1];
  always @(posedge clk_i) begin
    if (rst_i)
      pc_o = 0;
    else if (!stall_i)
      pc_o = (sel_addr_i) ? branch_addr_i : pc_o + 4;
  end
endmodule
==> results.tsv <==
metric	value	unit
Metal-1 WL	3.20	mm
largest net degree at the start of global routing	38	
CTS Buffer Depth	2	
# resized after CTS	0	
via count	2411	
Post-Place Worst Slack	2470	ps
RSZ-0062 raised after global routing	false	
yosys cell count	281	
Post-Synthesis Cells	281	
synthesized area per cell	7.70	um2
DRC	0	
postcts setup bufs	0	
area of the die	5710	um2
HPWL Detailed	4.40	mm
slowest CP cell	clkdlybuf4s50_1	
minimum clock period	3340	ps
FP Rows	26	
yosys warns	1	
max reg flops	32	
Initial Util	41.8	%
WHS Endpoint	pc_o[0]	
cell type with the largest total area	dfxtp_1	
FF-to-FF Start	pc_o[2]	
Hold Crit Class	reg -> reg	
clk slew on worst S/H paths	80	ps
most common library cells after synthesis	dfxtp_1, nor2_1, nand2_1	
Worst R2R Path Depth	5	
H-Tree Level Count	2	
Max VDD drop	0.150	mV
Num CTS Buffers	5	
post-synthesis sequential area ratio	29.6	%
setup TNS	0	ps
flip-flops with a built-in enable	0	
initial antenna violation count	0	
Setup Skew	12.5	ps
port bufs	68	
CP max stage delay	820	ps
average vias per placed instance	5.91	
Routed Antenna Nets	0	
MaxCap Viol Count	0	
Synth top area share	29.6	%
Ports	69	
CP delay by family, top	buffers and inverters	
Die Y	75.6	um
HP Start	pc_o[0]	
Final period util	54.7	%
ys flop type	dfxtp_1	
P_leak	0.947	nW
Pre-Repair DR Iteration Count	4	
Max Slew Vio Count	0	
GPL Wtd Cong	0.839	
crit-path cells	clkdlybuf4s50_1 > buf_4 > or2_2 > nor2_1 > or4b_1 > a31oi_1	
Final WS setup	2760	ps
CP Capture Type	flip-flop	
Wirelength per Cell	15.9	um
Late-Pin Clk Latency	290	ps
pwr dens	177	nW/um2
Placeable Area	5170	um2
Hold Path Depth	2	
CTS sink cnt	32	
layout overhead on the synthesized area	35.7	%
CTS tree	yes	
total grt overflow	0	
flop2flop setup slack	3850	ps
Worst Path Required	6320	ps
layout cells sized above 1	7.40	%
Fmax	0.300	GHz
WS Path Type	in -> reg	
met2 wire length	2.81	mm
WP data arrival	3560	ps
main area contributors	dfxtp_1, a22oi_1, nor2_1	
CTS root buf	clkbuf_8	
Die Width	75.6	um
first-pass GRT wire length	10.5	mm
Cell Type Count	57	
met3 WL post-DR	439	um
top sig layer	met4	
#FFs+latches synth	32	
Syn Std Cell Area	2160	um2
CP max FO	25	
most common cell in the synthesized netlist	dfxtp_1	
Chip Area, Yosys	2160	um2
CTS Hold Bufs	0	
Worst-Margin Slew	801	ps
tool warnings	26	
number of global-route vias before repair	2102	
final setup fails	0	
FILL cells	491	
final hold violations	0	
DR iter-0 viols	160	
antenna diode count	0	
Buf/Inv on CP	2	
Slew HR	46.4	%
ys async rst share	0	%
Worst setup SP type	primary input	
outcome	complete, no violations	
Total GRT Usage	24.0	%
Total Wirelength	6.50	mm
reg-to-reg endpoint	pc_o[22]	
==> metrics by stage <==
| stage | total power, mW | instances | cell area [um2] | hold WS (ps) | utilization [%] |
|---|---|---|---|---|---|
| finish | 0.521 | 408 | 2940 | 528 | 56.8 |
| global route | 0.549 | 408 | 2940 | 552 | 56.8 |
| CTS | 0.526 | 408 | 2940 | 524 | 56.8 |
| detailed placement | 0.350 | 400 | 2840 | 509 | 55.0 |
| global placement | 0.350 | 400 | 2840 | 496 | 55.0 |
| floorplan | 0.290 | 281 | 2160 | 452 | - |
==> area by class of cell <==
| type | count | area, um2 | area share, % |
|---|---|---|---|
| flip-flops and latches | 32 | 641 | 21.8 |
| clock inverters | 1 | 7.51 | 0.256 |
| inverters | 11 | 41.3 | 1.41 |
| repair buffers | 73 | 718 | 24.4 |
| multi-input cells | 214 | 1360 | 46.2 |
| clock buffers | 7 | 86.3 | 2.94 |
| well taps | 70 | 87.6 | 2.98 |
==> cells in the final DEF, fill, tap and decap left out, types with 3 or more instances in the layout <==
cell type / n
o211ai_1: 8
buf_4: 5
clkbuf_8: 6
a22oi_1: 12
nor2b_1: 3
o21ai_0: 8
or2_2: 4
a21oi_1: 12
and3_1: 7
or4_1: 4
o221ai_1: 4
nor2_1: 24
and4_1: 3
nand2_1: 21
mux2i_1: 6
clkdlybuf4s50_1: 68
a31oi_1: 13
nand4_1: 13
inv_1: 11
nand3_1: 17
nor4_1: 6
dfxtp_1: 32
a311o_1: 5
o21a_1: 4
nor3_1: 9
==> worst reg2reg max path: stages, from the launching register on <==
cell and delay (ps):
dfxtp_1 410, ha_1 300, nand3_4 180, or4_4 600, or4_1 510, a41oi_1 180
==> cells by family (layout without fill, tap and decap cells) <==
group | after synthesis | count (layout) | synth area share, %
adder cells (fa/ha/maj) | 1 | 1 | 0.578
multiplexers | 7 | 7 | 3.29
AND-OR/OR-AND | 84 | 84 | 28.0
buffers and inverters | 35 | 92 | 7.75
AND/OR/NAND/NOR | 122 | 122 | 30.8
flip-flops | 32 | 32 | 29.6
==> per-layer routing <==
layer / vias to the layer above / GRT usage (%)
met5: - / 0
met4: 0 / 1.85
met3: 5 / 3.08
met2: 72 / 36.9
met1: 1129 / 38.3
li1: 1205 / -
==> power breakdown <==
group / total, mW / internal [mW] / switching, mW / leakage (nW)
Sequential: 0.244 / 0.222 / 0.0224 / 0.263
Combinational: 0.102 / 0.0633 / 0.0382 / 0.640
Clock: 0.175 / 0.0917 / 0.0834 / 0.0445
Total: 0.521 / 0.377 / 0.144 / 0.947
==> worst max-delay path by stage <==
stage	startpoint	endpoint	slack [ps]	depth (start not counted)
4_1_cts	sel_addr_i	pc_o[26]	2780	6
5_1_grt	sel_addr_i	pc_o[26]	2630	6
6_report	sel_addr_i	pc_o[26]	2760	6
No activity file was given, so power comes from the tool's default toggle rates.
